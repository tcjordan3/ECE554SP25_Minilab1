===== design/flow/run.sh =====
#!/bin/bash
# OpenROAD 26Q1-2900-gdf79404cd8, Yosys 0.63+post, stock flow scripts
make -C /OpenROAD-flow-scripts/flow DESIGN_CONFIG=/design/flow/config.mk WORK_HOME=/design/flow/orfs finish

===== design/flow/config.mk =====
export PLATFORM = sky130hd
export DESIGN_NAME = FIFO
export DESIGN_NICKNAME = FIFO
export VERILOG_FILES = /design/flow/design.v
export SDC_FILE = /design/flow/constraint.sdc
export NUM_CORES = 4
export LEC_CHECK = 1
export CORE_UTILIZATION = 40

===== design/flow/constraint.sdc =====
current_design FIFO

set clk_period 2.2
set clk_io_pct 0.2

create_clock -name clk0 -period $clk_period [get_ports {clk}]

set non_clock_inputs [all_inputs -no_clocks]
set_input_delay [expr $clk_period * $clk_io_pct] -clock clk0 $non_clock_inputs
set_output_delay [expr $clk_period * $clk_io_pct] -clock clk0 [all_outputs]

===== design/flow/design.v =====
module FIFO
#(
  parameter DEPTH = 8,
  parameter DATA_WIDTH = 8
)
(
  input clk,
  input rst_n,
  input rden,
  input wren,
  input [DATA_WIDTH-1:0] i_data,
  output reg [DATA_WIDTH-1:0] o_data,
  output full,
  output empty
);
  reg [DATA_WIDTH-1:0] mem [0:DEPTH-1];
  reg [$clog2(DEPTH)-1:0] wr_ptr = 0;
  reg [$clog2(DEPTH)-1:0] rd_ptr = 0;
  reg [15:0] wr = 0;
  reg [15:0] rd = 0;
  reg full_flag = 0;
  reg empty_flag = 1;
  assign full = full_flag;
  assign empty = empty_flag;
  always @(posedge clk or negedge rst_n) begin
    if (!rst_n) begin
      wr_ptr <= 0;
      rd_ptr <= 0;
      full_flag <= 0;
      empty_flag <= 1;
      wr <= 0;
      rd <= 0;
      mem[0] <= '0;
      mem[1] <= '0;
      mem[2] <= '0;
      mem[3] <= '0;
      mem[4] <= '0;
      mem[5] <= '0;
      mem[6] <= '0;
      mem[7] <= '0;
    end else begin
      if (wren && !full_flag) begin
        mem[wr_ptr] <= i_data;
        wr_ptr <= (wr_ptr + 1) % DEPTH;
	wr <= wr + 1;
        empty_flag <= 0;
        if (wr_ptr == DEPTH - 1) begin
          full_flag <= 1;
        end
      end
      if (rden && !empty_flag) begin
        o_data <= mem[rd_ptr];
        rd_ptr <= (rd_ptr + 1) % DEPTH;
	rd <= rd + 1;
        full_flag <= 0;
        if (rd_ptr == -1) begin
          empty_flag <= 1;
        end
      end
    end
  end
endmodule

==> impl_metrics.csv <==
group,metric,value,unit
outcome,status,"finished clean",
floorplan,chipWidth,97.3,um
sta,setup_viol,0,
flow_run,cap_violations,0,
power_and_ir_drop,p_leak,1.80,nW
worst_setup_path,cp_cell_sequence,"ha_1 -> ha_1 -> or4_4 -> buf_4 -> nor3_1 -> a41oi_1",
route,postRouteAntennaNets,0,
synthesis,mux_area_share,22.6,%
sta,rsz0062_at_grt,"false",
floorplan,die_y,97.3,um
clock_network,clock_sinks,80,
placement,dp_hpwl,5100,um
sta,setup_tns,0,ns
clock_network,cts_buffers,9,
floorplan,rows,34,
global_route,antenna_found_initial,0,
floorplan,die_area,9460,um2
cells_and_area,fill_cells,783,
clock_network,cts_hold_buf,0,
power_and_ir_drop,vdd_ir_drop_max,0.612,mV
synthesis,synth_cell_types,28,
route,wl_met1,3690,um
worst_setup_path,slowest_stage,"or4_4",
cells_and_area,fin_area,4260,um2
worst_setup_path,cp-end-kind,"flip-flop",
placement,gp_congestion,0.842,
worst_setup_path,rrSetupSlack,0.11,ns
synthesis,synth_top_area_share,48.9,%
clock_network,path_clk_slew,0.08,ns
worst_hold_path,hold_path.class,"input pin to asynchronous set/reset pin",
route,vias,2221,
synthesis,xor_share,0.482,%
clock_network,insertion_delay,0.35,ns
route,diodes,0,
worst_setup_path,worst_r2r_endpoint,"o_data[1]",
route,remaining_drc_errors,0,
worst_setup_path,path_class,"flip-flop to flip-flop",
clock_network,clock_path_buffers,2,
synthesis,ys_seq_share,56.3,%
global_route,grt_pass1_vias,2331,
sta,worst_pin_slew,0.545,ns
sta,fin_skew,0.00844,ns
route,routed-wl-met2,3380,um
cells_and_area,logic_area,1500,um2
clock_network,cts_tree,"built",
sta,fin_crit_sh,95.2,%
sta,min_period,2.09,ns
global_route,grt_pass1_wl,12900,um
flow_run,warnings,34,
synthesis,synthAoiAreaFrac,6.89,%
cells_and_area,register_area,2040,um2
placement,io_buffers,21,
synthesis,yosys.area_share.adder,4.14,%
worst_setup_path,start_kind,"flip-flop",
route,met3_length,456,um
synthesis,synth_area,3630,um2
synthesis,ys_cells,262,
synthesis,simple_gate_area_share,6.62,%
global_route,overflow,0,
synthesis,yosysWarnings,2,
global_route,grt_max_degree,73,
synthesis,syn-mean-instance-area,13.9,um2
worst_setup_path,crit_path_max_incr_delay,0.56,ns
floorplan,pin_count,22,
route,top_layer_used,"met4",
cells_and_area,final_layout_size_suffix_gt1_share,37.7,%
synthesis,syn_inst,262,
worst_setup_path,crit_path_frequent_cell,"ha_1",
worst_setup_path,rr_worst_depth,6,
synthesis,ys_top_logic_family,"multiplexers",
worst_setup_path,arrival,2.17,ns
floorplan,core_area,8760,um2
synthesis,top_area_cell,"dfrtp_1",
sta,slew_violations,0,
route,avgRoutedWirePerCell,18.5,um
sta,finalHoldViolCount,0,
cells_and_area,synthToLayoutAreaGrowth,17.2,%
global_route,grt_usage,18.3,%
sta,fmax,478,MHz
clock_network,cts_max_level,3,
route,firstDrtPassIters,4,
placement,place_area,4070,um2
synthesis,synth-seq-cells,80,
sta,max-slew-margin-rel,63.5,%
floorplan,initial_core_util,41.4,%
worst_setup_path,path_max_fanout,6,
synthesis,synth_chip_area,3630,um2
cells_and_area,utilization,48.6,%
route,routed_wl,7660,um
worst_setup_path,required,2.28,ns
synthesis,yosys-top-cells-area,"dfrtp_1, mux2_2, edfxtp_1",
power_and_ir_drop,p_per_area,1430,nW/um2
clock_network,root_buffer,"clkbuf_8",
route,drt_iter0_markers,107,
worst_setup_path,worstReg2RegStart,"rd_ptr[1]",
cells_and_area,final_cell_mix,"mux2_2, dfrtp_1, nand2_1",
route,vias_per_cell,5.38,
## cell type report
type	count	share of cell area [%]
multi-input cells	160	35.1
clock buffers	11	3.09
flip-flops and latches	80	48.0
well taps	108	3.18
clock inverters	5	1.18
inverters	8	0.764
repair buffers	41	8.64
## cell usage after synthesis, drive strengths merged
cell	count
nand2	21
inv	8
nor3	8
edfxtp	8
a22o	8
dfrtp	71
ha	12
or4	1
nand4	3
clkbuf	7
o21ai	3
buf	7
dfstp	1
nand2b	3
or2	1
a21boi	1
mux2	73
nor2b	2
a222oi	8
and2	2
nor2	1
a41oi	8
xnor2	2
nor3b	3
## sequential cells by signal (all words and copies together) (netlist names)
register    cells
o_data          8
rd_ptr          3
wr_ptr          3
mem            64
empty_flag      1
full_flag       1
## how the worst max path moves through the flow
stage | startpoint | cells after the start | slack, ns | end
6_report | rd_ptr[1] | 6 | 0.11 | o_data[1]
5_1_grt | rd_ptr[1] | 6 | 0.02 | o_data[4]
4_1_cts | rd_ptr[1] | 5 | 0.05 | o_data[2]
## what timing repair did
action | CTS | global route
gates resized | 0 | 1
setup buffers | 0 | 0
setup endpoints to repair | 0 | 7
hold endpoints to repair | 0 | 0
## worst max-delay path, delay by kind of cell (launching register included)
kind	cells	cell delay, ns
fa+ha+maj	2	0.45
compound gates	1	0.06
buf+inv	1	0.18
simple gates	2	0.74
flops	1	0.41
## report_power, final
group | total, mW | internal [mW] | leakage, nW | switching (mW)
clock network | 1.01 | 0.517 | 0.0968 | 0.497
registers | 2.64 | 2.27 | 0.943 | 0.365
logic | 2.42 | 1.38 | 0.760 | 1.04
## layer usage
layer / vias up / track usage [%]
li1: 1039 / -
met1: 1120 / 30.4
met2: 48 / 26.8
met3: 14 / 4.25
met4: 0 / 2.38
met5: - / 0
## cells by family (layout without fill, tap and decap cells)
family / count (synthesis) / in the layout
xor+xnor: 2 / 2
fa+ha+maj: 12 / 12
flops: 80 / 80
buf+inv: 22 / 65
simple gates: 45 / 45
compound gates: 28 / 28
mux: 73 / 73
## per-stage QoR
step / hold WS, ns / power [mW] / cells / worst slack, ns
final: 0.120 / 6.07 / 413 / 0.106
after global routing: 0.156 / 6.51 / 413 / 0.0229
after CTS: 0.142 / 6.12 / 413 / 0.0483
after global placement: 0.470 / 5.02 / 397 / 0.126
after detailed placement: 0.480 / 5.09 / 397 / 0.0628
after floorplan: 0.144 / 4.37 / 262 / -0.0430
No activity file was given, so power comes from the tool's default toggle rates.
