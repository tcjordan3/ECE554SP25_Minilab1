### flow/run.sh
#!/bin/bash
# OpenROAD 26Q1-2900-gdf79404cd8, Yosys 0.63+post, stock flow scripts
make -C /OpenROAD-flow-scripts/flow DESIGN_CONFIG=/design/flow/config.mk WORK_HOME=/design/flow/orfs finish
### flow/config.mk
export PLATFORM = sky130hd
export DESIGN_NAME = MAC
export DESIGN_NICKNAME = MAC
export VERILOG_FILES = /design/flow/design.v
export SDC_FILE = /design/flow/constraint.sdc
export NUM_CORES = 4
export LEC_CHECK = 1
export CORE_UTILIZATION = 50
### flow/constraint.sdc
current_design MAC

set clk_period 8.4
set clk_io_pct 0.2

create_clock -name clk0 -period $clk_period [get_ports {clk}]

set non_clock_inputs [all_inputs -no_clocks]
set_input_delay [expr $clk_period * $clk_io_pct] -clock clk0 $non_clock_inputs
set_output_delay [expr $clk_period * $clk_io_pct] -clock clk0 [all_outputs]
### flow/design.v
module MAC #(
    parameter DATA_WIDTH = 8
) (
    input clk,
    input rst_n,
    input En,
    input Clr,
    input [DATA_WIDTH-1:0] Ain,
    input [DATA_WIDTH-1:0] Bin,
    output [DATA_WIDTH*3-1:0] Cout
);
    typedef enum reg {IDLE, ACC} state_t;
    state_t state, nxt_state;
    reg [DATA_WIDTH*3-1:0] CoutReg;
    reg [DATA_WIDTH*3-1:0] mult;
    logic acc;
    reg acc_flopped;
    always_ff @(posedge clk, negedge rst_n) begin
        if (!rst_n) begin
	    state <= IDLE;
        end
        else if (Clr) begin
    	    state <= IDLE;
        end
        else begin
	    state <= nxt_state;
        end
    end
    always_comb begin
	acc = 0;  
	nxt_state = state;
	case (state)
	    default : if(En) begin
		nxt_state = ACC;
	    end
	    ACC : if(!En) begin
		nxt_state = IDLE;
	    end else begin
		acc = 1;
	    end
	endcase
    end
    always_ff @(posedge clk, negedge rst_n) begin
	if(!rst_n) begin
	   acc_flopped <= 0;
	end else if (Clr) begin
	    acc_flopped <= 0;
	end else begin
	    acc_flopped <= acc;
	end
    end
    always_ff @(posedge clk, negedge rst_n) begin
	if (!rst_n) begin
	    CoutReg <= '0;
	    mult <= '0;
	end else if (Clr) begin
	    CoutReg <= '0;
	    mult <= '0;
	end else if (acc || acc_flopped) begin
	    mult <=  Ain*Bin;
	    CoutReg <= CoutReg + mult;
	end
    end
    assign Cout = CoutReg;
endmodule
==> flow_metrics.env <==
# yosys + openroad results
export IMPL_worstPathArrival_ps=6330
export IMPL_antenna_found_initial=0
export IMPL_ant_nets=0
export IMPL_slew_violations=0
export IMPL_synthFlopType="dfrtp_1"
export IMPL_clock_latency_late_pin_ps=300
export IMPL_hold_worst_slack_ps=538
export IMPL_clkSinkCount=42
export IMPL_setup_tns_ps=0
export IMPL_finalCritPeriodShare_pct=73.1
export IMPL_start_kind="input port"
export IMPL_final_layout_top_logic_cells="nand2_1 (56), inv_1 (54), and2_1 (53)"
export IMPL_fin_area_sq_um=5300
export IMPL_core_sq_um=8850
export IMPL_synth_cell_types=51
export IMPL_ys_cells=526
export IMPL_rows=34
export IMPL_finalPower_mw=0.840
export IMPL_dpl_hpwl_um=7100
export IMPL_die_area_sq_um=9700
export IMPL_leakage_nw=2.49
export IMPL_track_usage_pct=21.0
export IMPL_final_common_cell="nand2_1"
export IMPL_postSynthSeqShare_pct=22.6
export IMPL_crit_path_end_kind="register"
export IMPL_die_h_um=98.5
export IMPL_via_per_inst=5.61
export IMPL_ios=44
export IMPL_fin_util_pct=59.9
export IMPL_initial_utilization_pct=52.6
export IMPL_required_ps=8590
export IMPL_finalWirelength_um=9150
export IMPL_cts_setup_buffers=0
export IMPL_cts_htree_levels=2
export IMPL_grt_pass1_vias=3525
export IMPL_vdd_ir_drop_max_mv=0.0914
export IMPL_tritoncts="built"
export IMPL_yosysWarnings=1
export IMPL_cts_buffers=5
export IMPL_syn_avg_cell_area_sq_um=8.85
export IMPL_drc_errors=0
export IMPL_fill_cells=789
export IMPL_p_sw_share_pct=41.0
export IMPL_cts_clk_slew_worst_paths_ps=90
export IMPL_relSlewSlack_pct=61.8
export IMPL_gr_total_overflow=0
export IMPL_synth_seq_cells=42
export IMPL_drive_gt1_share_pct=4.42
export IMPL_top_area_cell="dfrtp_1"
export IMPL_warning_count=26
export IMPL_p_int_mw=0.495
export IMPL_fin_ws_ps=2260
export IMPL_synth_edff_count=0
export IMPL_syn_inst=526
export IMPL_grt_pass1_wl_um=16100
export IMPL_power_density_nw_per_um2=159
export IMPL_synth_area_sq_um=4650
export IMPL_via_count=3778
export IMPL_max_slew_worst_pin_slew_ps=572
export IMPL_stdcell_count=674
export IMPL_critPathMaxFanout=8
export IMPL_grt_start_max_net_pins=62
export IMPL_comb_power_share_pct=53.3
export IMPL_cap_violations=0
export IMPL_finalSetupViolCount=0
export IMPL_switchingPower_mw=0.344
export IMPL_drt_iter0_drc=110
export IMPL_synthArstFlopShare_pct=100
export IMPL_p_clk_share_pct=19.5
export IMPL_wl_per_cell_um=13.6
export IMPL_clockBufferDepth=2
export IMPL_cts_resized=0
export IMPL_dp_cells=666
export IMPL_yosysChipArea_sq_um=4650
export IMPL_num_antenna_cells=0
export IMPL_seq_area_sq_um=1050
export IMPL_syn2layout_area_growth_pct=13.8
export IMPL_status="completed"
export IMPL_max_freq_ghz=0.163
export IMPL_port_buffers=43
export IMPL_skew_ps=4.43
export IMPL_gp_congestion=0.874
export IMPL_logic_area_sq_um=3340
export IMPL_cts_root_buf="clkbuf_8"
export IMPL_rsz0062_at_grt="false"
export IMPL_topCellsByArea="dfrtp_1 (23%), fa_1 (16%), ha_1 (14%)"
export IMPL_pre_cts_slack_ps=1960
export IMPL_die_x_um=98.5
export IMPL_critPathKind="in2reg"
export IMPL_drt_pass1_iter_count=6
export IMPL_postCtsHoldBufs=0
export IMPL_hold_viol_final=0
export IMPL_post_route_min_period_ps=6140
export IMPL_hold_path_class="reg2reg"
export IMPL_top_cell_area_share_pct=22.6
export IMPL_place_area_sq_um=5180
export IMPL_sequentialPowerShare_pct=27.2
power by group through the flow:
stage	registers, mW	logic, mW	clock network (mW)
after global routing	0.230	0.516	0.178
after CTS	0.229	0.455	0.169
final	0.228	0.447	0.164
registers in the layout, summed over array words and instances, names as in the netlist:
| name | count |
|---|---|
| state | 1 |
| CoutReg | 24 |
| mult | 16 |
| acc_flopped | 1 |
cell type report:
| type | count | share of cell area (%) |
|---|---|---|
| Clock buffer | 5 | 1.30 |
| Sequential cell | 42 | 19.8 |
| Multi-Input combinational cell | 415 | 63.1 |
| Clock inverter | 3 | 0.850 |
| Timing Repair Buffer | 47 | 8.50 |
| Tap cell | 108 | 2.55 |
| Inverter | 54 | 3.83 |
cell families (layout without fill, tap and decap cells):
| family | after synthesis | after routing | synth area share, % |
|---|---|---|---|
| compound gates | 111 | 111 | 15.9 |
| xor+xnor | 15 | 15 | 2.82 |
| fa+ha+maj | 89 | 89 | 29.9 |
| buf+inv | 69 | 109 | 5.65 |
| flops | 42 | 42 | 22.6 |
| mux | 2 | 2 | 0.484 |
| simple gates | 198 | 198 | 22.7 |
final timing paths:
kind,from,end,slack [ps],cells after the start
max,Ain[2],mult[15],2260,15
min reg2reg,mult[8],mult[8],540,2
max reg2reg,CoutReg[0],CoutReg[18],5910,8
max in group asynchronous,rst_n,mult[12],6590,2
min in group asynchronous,rst_n,CoutReg[4],1450,2
min,mult[8],mult[8],540,2
synth_stat cells, types with 3 or more instances:
| library cell | instances |
|---|---|
| ha_1 | 52 |
| nor3b_1 | 4 |
| nand3b_1 | 7 |
| a211oi_1 | 7 |
| a21o_1 | 10 |
| buf_2 | 3 |
| nand2b_1 | 3 |
| xor2_1 | 5 |
| o211ai_1 | 3 |
| xnor2_1 | 10 |
| a21oi_1 | 44 |
| or3_1 | 5 |
| nand4b_1 | 3 |
| dfrtp_1 | 42 |
| a31oi_1 | 3 |
| inv_1 | 54 |
| nand4_1 | 5 |
| nor4_1 | 4 |
| o21a_1 | 4 |
| o21ai_1 | 5 |
| or4_1 | 3 |
| and2_1 | 53 |
| fa_1 | 37 |
| clkbuf_1 | 11 |
| and3_1 | 4 |
| o21ai_0 | 12 |
| a211o_1 | 4 |
| nand3_1 | 11 |
| nor2b_1 | 6 |
| a311oi_1 | 3 |
| nor3_1 | 8 |
| nor2_1 | 22 |
| nand2_1 | 56 |
routing by layer:
metal  share of wire (%)  global-route usage [%]  vias to the layer above
li1                    -                       -                     1888
met2                  45                    31.1                       57
met3                 3.3                    3.46                        4
met1                  51                    35.7                     1829
met4                0.26                   0.918                        0
met5                   0                       0                        -
worst max-delay path, cell delays in order:
cell,delay [ps]
clkdlybuf4s50_1,540
and2_1,250
fa_1,500
fa_1,520
fa_1,550
inv_1,60
fa_1,530
inv_1,40
ha_1,370
and4_1,230
a211oi_1,200
o21ai_1,160
a311oi_1,380
nor3_1,90
a211o_1,240
Power is estimated from default activity; no workload was simulated.
